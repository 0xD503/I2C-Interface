[config.mk]
export PLATFORM = sky130hd
export DESIGN_NAME = I2C_Master
export DESIGN_NICKNAME = I2C_Master
export VERILOG_FILES = /design/flow/design.v
export SDC_FILE = /design/flow/constraint.sdc
export NUM_CORES = 4
export LEC_CHECK = 1
export CORE_AREA = 10 10 87 87
export DIE_AREA = 0 0 97 97
[constraint.sdc]
current_design I2C_Master

set clk_period 3.6
set clk_io_pct 0.2

create_clock -name clk0 -period $clk_period [get_ports {i_CLK}]

set non_clock_inputs [all_inputs -no_clocks]
set_input_delay [expr $clk_period * $clk_io_pct] -clock clk0 $non_clock_inputs
set_output_delay [expr $clk_period * $clk_io_pct] -clock clk0 [all_outputs]
[design.v]
module I2C_Master
	#(parameter	DataWidth	= 8,
				BuferSize	= 64)
	(input logic					i_CLK, i_NRESET,
	input logic						i_ENABLE,
	input logic						i_Start, i_Stop,
	input logic[6:0]				i_Address,
	input logic						i_R_NW,
	input logic[(DataWidth - 1):0]	i_WriteData,
	output logic					o_SCL,
	output logic					o_SDA);
	logic					s_SCL, s_SDA;
	logic					s_Start, s_Stop;
	logic[6:0]				s_Address;
	logic					s_R_NW;
	logic[3:0]				s_BitCounter;
	logic[7:0]				s_Address_RW;
	logic					s_StopCount;
	typedef enum logic[2:0]	{I2C_STATE_IDLE, I2C_STATE_SEND_START, I2C_STATE_SEND_ADDR, I2C_STATE_WRITE_BYTE , I2C_STATE_SEND_STOP}	stateType_I2C;
	stateType_I2C		st_CurrentState, st_NewState;
	always_ff	@(posedge i_CLK, negedge i_NRESET)
	begin
		if (~i_NRESET)
			begin
				st_CurrentState <= I2C_STATE_IDLE;
				s_BitCounter <= 4'd9;
			end
		else if (i_ENABLE)
			begin
				st_CurrentState <= st_NewState;
				if (~i_Start)					s_BitCounter <= 4'd9;
				else if (s_BitCounter == 4'd0)	s_BitCounter <= 4'd8;
				else							s_BitCounter <= s_BitCounter - 4'd1;
			end
	end
	always_comb
	begin
		case (st_CurrentState)
			I2C_STATE_IDLE:
			begin
				s_Start	= 1'b1;
				s_Stop	= 1'b0;
				s_Address	= i_Address;
				s_R_NW		= i_R_NW;
				s_SDA = 1'b1;
				st_NewState = (~i_Start)	?	I2C_STATE_SEND_START : I2C_STATE_IDLE;
			end
			I2C_STATE_SEND_START:
			begin
				s_Start	= 1'b0;
				s_Stop	= 1'b0;
				s_Address	= i_Address;
				s_R_NW		= i_R_NW;
				s_SDA = 1'b0;
				st_NewState = (i_Stop)	?	I2C_STATE_SEND_STOP : I2C_STATE_SEND_ADDR;
			end
			I2C_STATE_SEND_ADDR:
			begin
				s_Start	= 1'b1;
				s_Stop	= 1'b0;
				s_Address	= i_Address;
				s_R_NW		= i_R_NW;
				s_SDA = (s_SCL) ?	s_Address_RW[s_BitCounter - 4'd1] : (s_BitCounter == 4'd0) ?
									1'bz : s_Address_RW[s_BitCounter - 4'd1];
				st_NewState = (i_Stop)	?	I2C_STATE_SEND_STOP : (s_BitCounter != 4'd0) ?
											I2C_STATE_SEND_ADDR : (s_R_NW) ?
											 I2C_STATE_IDLE : I2C_STATE_WRITE_BYTE;
			end
			I2C_STATE_WRITE_BYTE:
			begin
				s_Start	= i_Start;
				s_Stop	= 1'b0;
				s_Address	= i_Address;
				s_R_NW		= i_R_NW;
				s_SDA = (s_SCL) ?	i_WriteData[s_BitCounter - 1] : (s_BitCounter == 4'd0) ?
									1'bz : i_WriteData[s_BitCounter - 1];
				st_NewState = (i_Stop)	?	I2C_STATE_SEND_STOP : (s_Start) ?
											I2C_STATE_WRITE_BYTE : I2C_STATE_SEND_ADDR;
			end
			I2C_STATE_SEND_STOP:
			begin
				s_Start	= i_Start;
				s_Stop	= 1'b1;
				s_Address	= i_Address;
				s_R_NW		= i_R_NW;;
				s_SDA = (s_BitCounter == 4'd7) ?	1'b1 : 1'b0;
				st_NewState = (s_BitCounter == 4'd7) ?	I2C_STATE_IDLE : I2C_STATE_SEND_STOP;
			end
			default:
			begin
				s_Start	= 1'bz;
				s_Stop	= 1'bz;
				s_Address	= 7'bz;
				s_R_NW		= 1'bz;
				s_SDA = 1'bz;
				st_NewState = I2C_STATE_IDLE;
			end
		endcase
	end
	assign s_Address_RW = {s_Address, s_R_NW};
	assign s_SCL = i_CLK;
	assign o_SCL = (~i_ENABLE | ((st_CurrentState == I2C_STATE_IDLE) | (s_Stop == 1'b1))) ?	1'b1 : s_SCL;
	assign o_SDA = (i_ENABLE) ?	s_SDA : 1'b1;
endmodule
[run.sh]
#!/bin/bash
# OpenROAD 26Q1-2900-gdf79404cd8, Yosys 0.63+post, stock flow scripts
make -C /OpenROAD-flow-scripts/flow DESIGN_CONFIG=/design/flow/config.mk WORK_HOME=/design/flow/orfs finish
==> run notes <==
The synthesis and place-and-route flow finished, so here is a summary.

The routed length per instance is roughly 11 um. Of the post-synthesis cell area, the dominant cell type holds 0.226. The timing report attributes the biggest portion of critical-path delay to buffers and inverters. Setup repair after global routing left no endpoint under its margin. The number of hold buffers added after CTS came out at 0. The final count of hold timing violations is 0.

The first global-routing pass estimated ~3000 um of wire. Post-synthesis, Yosys gives the total cell area as 663 um^2. The number of maximum-capacitance constraint violations came out at 0. STA classifies the critical path startpoint as a clock port. In the final timing run, aggregate negative setup slack is 0 ps. The number of antenna violations at the first check in global routing came to 0. The count of boundary I/O pins came out at 23. The die outline area is 9410 um^2. The number of synthesized register bits came out at 9. The number of vias after detailed routing is a little over 600. The yosys synthesis warning count came out at 8. The die height is roughly 97 um.

The report shows a maximum critical-path fanout of 2. After technology mapping, the gate count stands at 67. The net switching fraction of the power is 0.247. The CTS tree is done. The total wire length after detailed routing came out at ~1900 um. The placement row count came out at 27. The pre-CTS setup slack is approximately 300 ps. The detailed-route vias per instance came out at about 3.7. The antenna diode instance count is 0. The mean area per synthesized cell is 9.90 um^2. The cell resize tally after clock tree synthesis is 2. STA lists the startpoint of the worst hold path as st_CurrentState[4].

The post-synthesis instance area is 663 um^2. The initial core utilization came out at 0.118. The analysis attributes to cell leakage a power of 0.418 nW. The clock power share came out at 0.482. The buffers inserted during post-CTS setup optimization is 0. The floorplan core area is around 5600 um^2. The die width is between 90 and 100 um. Entering global routing, the biggest net connects 12 pins. The total count of max-transition violations in the final report came out at 0. The insertion delay of the later-clocked pin in the worst-skew pair is approximately 330 ps.

The buffer and inverter count on the worst path came out at 3. Looking at area per cell type in the netlist, the leader is sky130_fd_sc_hd__dfrtp_1. The post-detailed-route count of antenna-violating nets is 0.

The switching power summed over all nets came out at 0.111 mW. The synthesis report lists the most area-consuming cells as sky130_fd_sc_hd__dfrtp_1 23%, sky130_fd_sc_hd__mux4_1 16%, sky130_fd_sc_hd__dfstp_2 12%. The critical path is of the clk2out type.

Detailed placement ended at an HPWL of between 1500 and 2000 um. The worst hold path class is reg2reg. Per the final layout report, the fraction of cells sized above drive strength 1 comes to 0.126.

The worst path required time is 2880 ps. In this run, the number of DRC markers left after iteration 0 of detailed routing was between 40 and 50. The cell internal power dissipation came out at 0.336 mW.

The report lists the cells along the critical path as clkbuf_8, clkbuf_8, or4_4, dlygate4sd2_1. The maximum vdd ir drop came out at approximately 0.17 mV. The first-pass detailed-route iteration total is 4. The post-layout worst setup margin came out at 187 ps. For this run, the register share of the synthesized area comes to 0.345. The cell that appears most often on the critical path is sky130_fd_sc_hd__clkbuf_8. The endpoint type of the worst setup path is an output pin.

The share of total power dissipated in combinational logic is 0.233. The number of standard cells reported by yosys is approximately 67. The number of input and output port buffers inserted is 22. The number of distinct library cell variants in the gate-level netlist after synthesis came out at 27. The flow ran to the end, and the final reports show no timing, DRC or antenna violations. On the critical path the data arrives at about 2700 ps. From the final report, the count of setup violators was given as 0.

The global route total overflow came out at 0. The total global routing track utilization came out at 0.0388. The last weighted congestion value of the routability-driven placer came out at between 0.8 and 0.9. The delay contributed by the slowest stage of the critical path came out at between 400 and 500 ps. For this design, the slowest cell found on the critical path is sky130_fd_sc_hd__or4_4. For reference, the critical path is launched at i_CLK. The setup clock skew after layout came out at ~4.1 ps. The growth of design area from synthesis to finish is 59.1%.

The worst-margin pin slew came out at 481 ps. Power spread over the standard cell area amounts to about 420 nW/um^2. The clock transition at the registers of the reported paths is 40 ps. The startpoint identified for the worst register-to-register timing path is s_BitCounter[0]. The sequential cell fraction of total power is 0.285. The tool warning count is 28. The DRC violation count after routing came out at 0. The relative slew slack came out at 0.679.

The via count of the first global-routing pass came out at 684.
-- cell usage after synthesis, drive strengths merged --
master and count:
nand2 7, dfrtp 6, inv 6, nor2 6, o21ai 6, a21oi 4, mux4 4, dfstp 3
nand3 3, a22o 2, a2bb2oi 2, ha 2, nor3b 2, a32o 1, and3 1, buf 1
clkbuf 1, mux2 1, mux2i 1, o2111ai 1, o21bai 1, o2bb2ai 1, o32ai 1, o41ai 1
or3 1, or4 1, xor2 1
-- worst reg2reg max path, delay by kind of cell (launching register included) --
family / cells / cell delay (ps)
flops: 1 / 420
buf+inv: 2 / 210
simple gates: 1 / 450
fa+ha+maj: 1 / 230
compound gates: 1 / 320
-- power by group through the flow --
stage / clock [mW] / sequential [mW] / combinational (mW)
6_report: 0.215 / 0.127 / 0.104
5_1_grt: 0.231 / 0.129 / 0.116
4_1_cts: 0.222 / 0.127 / 0.106
-- layout by cell type, fill, tap and decap left out, types with 3 or more instances in the layout --
| cell | instances |
|---|---|
| sky130_fd_sc_hd__nand2_1 | 7 |
| sky130_fd_sc_hd__clkbuf_8 | 6 |
| sky130_fd_sc_hd__dfrtp_1 | 6 |
| sky130_fd_sc_hd__nand3_1 | 3 |
| sky130_fd_sc_hd__clkdlybuf4s50_1 | 21 |
| sky130_fd_sc_hd__o21ai_0 | 6 |
| sky130_fd_sc_hd__inv_1 | 6 |
| sky130_fd_sc_hd__nor2_1 | 6 |
| sky130_fd_sc_hd__dfstp_2 | 3 |
| sky130_fd_sc_hd__a21oi_1 | 4 |
| sky130_fd_sc_hd__mux4_1 | 4 |
-- logic make-up after synthesis --
kind of cell	after synthesis	synth area share
compound gates	20	0.208
fa+ha+maj	2	0.0377
flops	9	0.345
simple gates	21	0.149
mux	6	0.191
buf+inv	8	0.0566
xor+xnor	1	0.0132
-- final cells by class --
type | instances | area (um^2)
sequential | 9 | 229
fill | 602 | 4590
multi-input combinational | 50 | 400
inverter | 6 | 22.5
timing repair buffer | 22 | 218
tap | 72 | 90.1
clock buffer | 8 | 95.1
-- metrics by stage --
stage	util	instance area [um^2]	hold slack, ps	power [mW]	cells
2_1_floorplan	-	663	424	0.199	67
3_3_place_gp	0.171	966	513	0.247	160
3_5_place_dp	0.171	966	514	0.247	160
4_1_cts	0.187	1050	524	0.455	167
5_1_grt	0.187	1050	549	0.476	167
6_report	0.187	1050	524	0.447	167
-- metal layers --
metal,share of wire,GRT usage,vias up
met4,0.026,0.0158,0
met1,0.37,0.0382,274
met2,0.52,0.0665,20
met5,0,0,-
met3,0.083,0.0208,4
li1,-,-,316
-- state kept, by name (all words and copies together), names as in the netlist --
signal	flops
st_CurrentState	5
s_BitCounter	4
-- final timing paths --
kind,endpoint,slack (ps),cells after the start
max in group asynchronous,st_CurrentState[0],2570,1
min reg2reg,st_CurrentState[4],520,2
min,st_CurrentState[4],520,2
max reg2reg,st_CurrentState[4],1860,5
max,o_SCL,190,4
min in group asynchronous,s_BitCounter[2],690,1
Power and IR drop assume default switching activity.
